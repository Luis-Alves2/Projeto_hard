`/design/flow/config.mk`:
```
export PLATFORM = sky130hd
export DESIGN_NAME = shift
export DESIGN_NICKNAME = shift
export VERILOG_FILES = /design/flow/design.v
export SDC_FILE = /design/flow/constraint.sdc
export NUM_CORES = 4
export LEC_CHECK = 1
export CORE_UTILIZATION = 40
```
`/design/flow/constraint.sdc`:
```
current_design shift

set clk_period 4.9
set clk_io_pct 0.2

create_clock -name clk0 -period $clk_period

set non_clock_inputs [all_inputs -no_clocks]
set_input_delay [expr $clk_period * $clk_io_pct] -clock clk0 $non_clock_inputs
set_output_delay [expr $clk_period * $clk_io_pct] -clock clk0 [all_outputs]
```
`/design/flow/design.v`:
```
module shift(input [63:0]rin,input [5:0]immed,output reg [63:0]rd);
always_comb begin
	rd = rin << immed;
end
endmodule
```
`/design/flow/run.sh`:
```
#!/bin/bash
# OpenROAD 26Q1-2900-gdf79404cd8, Yosys 0.63+post, stock flow scripts
make -C /OpenROAD-flow-scripts/flow DESIGN_CONFIG=/design/flow/config.mk WORK_HOME=/design/flow/orfs finish
```
==> impl_metrics.ini <==
; physical design summary
[flow_run]
warnings = 32
maxCapViolations = 0

[placed_design]
place.gp.congestion = 1.02
hpwl_um = 14000
io_buffers = 134

[routing]
antenna_cells_inserted = 0
viasPerCell = 6.63
postRouteAntennaNets = 0
routed_wl_um = 17400
wl_per_cell_um = 24.2
drt_iter0_drc = 314
drc = 0
num_vias = 4788
drtPass1Iterations = 8

[yosys]
top_cells_by_area = mux4_2, mux2_2, mux2i_1
postSynthSeqShare = 0
ys_area_um2 = 4290
syn_inst = 482
avgSynthCellArea_um2 = 8.89
yosysWarnings = 1
yosysTopAreaCell = mux4_2
muxShareOfSynthArea = 0.594
top_cell_area_share = 0.263
ys_cells = 482
topCombFamilyByArea = multiplexers
fa_ha_area_frac = 0
simple_gate_area_frac = 0.135
synthXorXnorAreaFrac = 0
synthAoiAreaFrac = 0.202
netlist-cell-type-count = 54
netlist_area_um2 = 4290

[layout]
syn_to_final_growth_pct = 33.8
flops = 0
drive_gt1_frac = 0.224
clkbuf_count = 0
regArea_um2 = 0

[pwr]
intPower_mw = 0.375
p_clk_frac = 0
seqPwrFrac = 0
combPwrFrac = 1.000
vdd_drop_max_mv = 0.0724
total_power_mw = 0.717
p_per_area_nw_per_um2 = 125
switchingPower_mw = 0.342
leakage_nw = 2.12
sw_frac_of_total = 0.477

[worst_setup_path]
path_delay_family = multiplexers
critPathSlowestCell = mux4_1
startpoint_type = primary input
path_max_fanout = 5
cp.required_ns = 3.92
crit_chain = clkdlybuf4s50_1 > mux4_1 > mux2_2 > a22o_1 > a31o_1 > a221o_1 > clkdlybuf4s50_1
path_common_cell = clkdlybuf4s50_1
path_class = primary input to output port
arrival_ns = 3.76
end_kind = output port
slowest_delay_ns = 0.64
critical_path_buf_inv_count = 2

[timing]
rsz0062_at_grt = false
fin_crit_ns = 4.74
tightest_slew_ns = 0.661
setup_viol = 0
relSlewSlack = 0.559
setup_tns_ns = 0
drv_slew = 0
hold_ws_ns = 3.15
fmax_mhz = 211
finalHoldViolCount = 0
min_period_over_period = 0.967

[clocking]
cts_hold_buffers = 0
post_cts_buffers = 0
cts_resized = 0

[global_routing]
track_usage = 0.325
gr-total-overflow = 0
antenna_found_initial = 0
grt_pass1_vias = 4556
grt_max_degree = 51
grt_first_pass_wirelength_um = 26600

[floorplan]
die_w_um = 106
die_h_um = 106
dieArea_um2 = 11100
num_rows = 37
fp_util = 0.413
ios = 134
coreArea_um2 = 10400

[status]
status = finished clean

[min_path]
hold_class = primary input to output port
tightest hold or removal path: cells and delay by family:
kind,cells,cell delay (ns)
AOI/OAI and AO/OA,1,0.13
buffers and inverters,3,1.05
metrics by stage:
stage          utilization  area, um2  cells  worst slack, ns
5_1_grt              0.553       5730    722           0.0326
4_1_cts              0.553       5730    722            0.217
2_1_floorplan            -       4290    482             1.15
3_5_place_dp         0.553       5730    722            0.220
3_3_place_gp         0.553       5730    722            0.236
6_report             0.553       5730    722            0.161
area by class of cell:
class,count,area [um2]
tap,136,170
multi-input combinational,421,3990
timing repair buffer,158,1550
fill,947,4640
inverter,7,26.3
Yosys cell counts, types with 3 or more instances:
master      n
o21a_1      7
a22oi_1     4
a21oi_1    28
o221ai_1    9
mux2_2     49
o22a_1      3
nand2b_1    5
nor2b_1     3
or2_2       3
buf_4       4
inv_1       4
a211oi_1    3
nor3_1      7
o21ai_0    16
mux4_1     12
mux2i_1    55
a222oi_1    3
nand2_1    49
and2_1      6
nor2_1     44
or3_1       3
buf_2       6
mux4_2     50
buf_1       5
a2bb2oi_1   3
o22ai_1    11
nand3_1     5
clkbuf_1   35
o211ai_1   14
a32oi_1     4
power groups by stage:
stage | Combinational [mW] | Sequential (mW) | Clock, mW
6_report | 0.717 | 0 | 0
5_1_grt | 0.763 | 0 | 0
4_1_cts | 0.707 | 0 | 0
placed cells by master (no fill, tap or decap), drive strengths merged, types with 5 or more instances in the layout:
cell           count
a21oi             28
and2               6
buf               26
clkdlybuf4s50    132
inv                5
mux2              49
mux2i             55
mux4              62
nand2             49
nand2b             5
nand3              5
nor2              44
nor3               7
o211ai            14
o21a               7
o21ai             17
o221ai             9
o22ai             11
cells by family (layout without fill, tap and decap cells):
group / Yosys count / count (layout)
muxes: 166 / 166
and+or+nand+nor: 131 / 131
buffers and inverters: 61 / 165
AOI/OAI and AO/OA: 124 / 124
per-layer routing:
metal  track usage  up-vias  part of all wire
met2         0.472      291              0.44
met4        0.0694        0             0.024
li1              -     2154                 -
met5             0        -                 0
met3        0.0927       27              0.11
met1         0.498     2316              0.42
worst paths after layout:
kind	from	endpoint	slack [ns]	cells past startpoint
worst max-delay path	rin[5]	rd[57]	0.16	7
worst min-delay path	immed[4]	rd[44]	3.15	4
Power is estimated from default activity; no workload was simulated.
