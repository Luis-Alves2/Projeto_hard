File: flow/run.sh
#!/bin/bash
# OpenROAD 26Q1-2900-gdf79404cd8, Yosys 0.63+post, stock flow scripts
make -C /OpenROAD-flow-scripts/flow DESIGN_CONFIG=/design/flow/config.mk WORK_HOME=/design/flow/orfs finish
File: flow/config.mk
export PLATFORM = sky130hd
export DESIGN_NAME = mux
export DESIGN_NICKNAME = mux
export VERILOG_FILES = /design/flow/design.v
export SDC_FILE = /design/flow/constraint.sdc
export NUM_CORES = 4
export LEC_CHECK = 1
export CORE_AREA = 10 10 84 84
export DIE_AREA = 0 0 94 94
File: flow/constraint.sdc
current_design mux

set clk_period 1.0
set clk_io_pct 0.2

create_clock -name clk0 -period $clk_period

set non_clock_inputs [all_inputs -no_clocks]
set_input_delay [expr $clk_period * $clk_io_pct] -clock clk0 $non_clock_inputs
set_output_delay [expr $clk_period * $clk_io_pct] -clock clk0 [all_outputs]
File: flow/design.v
module mux
	(input logic [63:0]a,
	input logic [63:0]b,
	input logic sel,
	output logic [63:0]f
	);
always @( a or b or sel)begin
 	if(sel) f = b;   	 
 	else f = a;     	 
end
endmodule
==> impl_report.txt <==
RUN METRICS
----------------------------------------------------
[Status]
  Result of the run ........................ finished with violations
  Violated checks ........................ negative setup slack

[Pwr]
  Sequential power share ........................ 0%
  Total leakage power ........................ 1.743 nW
  Switching part of the total ........................ 23.46%
  Clk network pwr share ........................ 0%
  Total power per unit cell area ........................ 407.2 nW/um^2
  Sw Pwr ........................ 300.4 uW
  Internal power consumption ........................ 980.3 uW
  Gate power share ........................ ~100%
  VDD IR max ........................ 0.1682 mV

[Synthesis]
  Number of instances in the synthesized netlist ........................ about 71
  Ys Warns ........................ 1
  Number of unique standard cell types used by synthesis ........................ 4
  Count of instantiated cells in the yosys netlist ........................ 71
  Post-synthesis cell type with the largest combined area ........................ mux2_4
  Synth Seq Share ........................ 0%
  Area contributors post-synth ........................ mux2_4, buf_12, mux2_2
  Chip area estimate from yosys synthesis ........................ between 1000 and 1500 um^2
  Post-Syn Area per Cell ........................ between 15 and 20 um^2
  Top cell type's share of synthesized area ........................ 83.62%
  Syn Std Cell Area ........................ 1077 um^2

[STA]
  WHS ........................ ~0.7 ns
  Slew at the pin with the worst max-slew slack ........................ approximately 0.09 ns
  F_max ........................ between 800 and 900 MHz
  Portion of the clock cycle consumed by the worst path in the final layout ........................ 118.6%
  Unrepaired setup endpoints after global routing ........................ true
  Final Hold Viols ........................ 0
  Number of max-slew violations in the final report ........................ 0
  Post-Route Setup TNS ........................ -6.416 ns
  Tightest slew margin relative to the limit ........................ between 90 and 100%
  Setup-failing EPs final ........................ about 64
  Clock period minus final worst setup slack ........................ 1.186 ns
  Post-layout worst setup margin ........................ -0.1857 ns

[Floorplan]
  Width of the die ........................ 94 um
  Core area ........................ between 5000 and 6000 um^2
  Core utilization before placement ........................ about a fifth
  Area enclosed by the die boundary ........................ ~9000 um^2
  Number of rows in the core area ........................ 26
  Top-level I/O count ........................ between 150 and 200
  Die height ........................ roughly 94 um

[Clocking]
  Cts-stage hold buffer count ........................ 0

[Global route]
  Antenna violations before repair ........................ 0
  Maximum number of pins on one net before global-route repair ........................ 11
  Global-route wire length before repair ........................ 9.239 mm
  Vias in the first global route ........................ between 1,500 and 2,000
  GRT Residual Overflow ........................ 0
  Overall track demand over capacity in global routing ........................ 13.79%

[Routing]
  Antenna diodes ........................ 0
  Detailed-route wire length ........................ approximately 6.9 mm
  Iteration-0 DRC count of the detailed router ........................ 17
  First drt pass iteration count ........................ 2
  Number of nets with antenna violations after routing ........................ 0
  Wire length per cell after detailed routing ........................ roughly 20 um
  Via density per instance ........................ just under 4
  Vias after detailed routing ........................ 1,322
  DRC violations left ........................ 0

[Layout]
  Fill cell instance count of the final layout ........................ 493
  Num sequential ........................ 0
  Fraction of layout instances using a drive strength above 1 ........................ 52.42%
  Number of clock buffer instances in the layout ........................ 0
  Cell area after layout ........................ approximately 3100 um^2
  Most used logic cell in the final layout ........................ dlygate4sd2_1
  Top library cells by usage in the layout, fill and taps aside ........................ dlygate4sd2_1, mux2_4, buf_6
  MI comb area ........................ around 960 um^2
  Utilization of the core after routing ........................ 60.43%
  Area added between synthesis and finish ........................ 192.0%
  Flop area ........................ 0 um^2

[Critical path]
  CP Launch Type ........................ primary input
  Top cell family by delay on the critical path ........................ buffers and inverters
  Worst stage delay on the critical path ........................ 0.28 ns
  Required time worst endpoint ........................ roughly 0.8 ns
  Most common cell type on the critical path ........................ buf_16
  Cell-by-cell listing of the critical path ........................ buf_16 -> buf_16 -> buf_12 -> mux2_4 -> buf_2
  Slowest library cell on the worst path ........................ mux2_4
  Count of buffer and inverter cells on the critical path ........................ 4
  Worst Path Max Fanout ........................ 5
  Worst setup path category ........................ primary input to primary output
  Arr. time, crit path ........................ around 1 ns
  Critical path endpoint category ........................ primary output

[Placement]
  Placed inst area ........................ about 3000 um^2
  Number of I/O port buffers ........................ slightly below 200
  Global placement routability congestion ........................ ~0.8
  Half-perimeter wire length after detailed placement ........................ 6.073 mm

[Job]
  OpenROAD warnings ........................ 35
  Tally of max-capacitance violations ........................ 0

[Min path]
  Hold crit path type ........................ primary input to primary output

----------------------------------------------------
cells by family (layout without fill, tap and decap cells):
kind of cell           Yosys count  in the layout  share of synthesized area (%)
multiplexers                    64             64                          87.80
buffers and inverters            7            205                          12.20
synth_stat cells (all sizes together):
cell type and number:
buf 7, mux2 64
per-stage QoR:
| step | total power [mW] | worst slack (ns) | std cells |
|---|---|---|---|
| 2_1_floorplan | 0.4080 | 0.002550 | 71 |
| 3_3_place_gp | 1.343 | -0.5446 | 331 |
| 3_5_place_dp | 1.342 | -0.5405 | 331 |
| 4_1_cts | 1.218 | -0.2330 | 336 |
| 5_1_grt | 1.363 | -0.1988 | 339 |
| 6_report | 1.281 | -0.1857 | 339 |
power by group through the flow:
| stage | combinational [mW] | sequential (mW) | clock, mW |
|---|---|---|---|
| final | 1.28 | 0 | 0 |
| after CTS | 1.22 | 0 | 0 |
| after global routing | 1.36 | 0 | 0 |
cell type report:
| cell class | count | share of cell area, % |
|---|---|---|
| Multi-Input combinational cell | 64 | 30.43 |
| Timing Repair Buffer | 205 | 66.79 |
| Tap cell | 70 | 2.784 |
worst paths after layout:
check | from | end | slack, ns | depth (start not counted)
setup / recovery | sel | f[17] | -0.19 | 5
hold / removal | b[0] | f[0] | 0.70 | 3
repair_timing:
action	CTS	global route
resized	368	24
gates cloned	4	3
buffers inserted	1	0
endpoints found under the setup margin	64	64
hold endpoints to repair	0	0
routing by layer:
layer  track usage (%)  share of wire [%]
met1             13.04                 31
met3             5.897                 11
met5                 0                  0
met4            0.3797                  0
met2             27.76                 58
Power and IR drop assume default switching activity.
